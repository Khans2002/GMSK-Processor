===== /design/flow/run.sh =====
#!/bin/bash
# OpenROAD 26Q1-2900-gdf79404cd8, Yosys 0.63+post, stock flow scripts
make -C /OpenROAD-flow-scripts/flow DESIGN_CONFIG=/design/flow/config.mk WORK_HOME=/design/flow/orfs finish

===== /design/flow/config.mk =====
export PLATFORM = sky130hd
export DESIGN_NAME = counter_4bit
export DESIGN_NICKNAME = counter_4bit
export VERILOG_FILES = /design/flow/design.v
export SDC_FILE = /design/flow/constraint.sdc
export NUM_CORES = 4
export LEC_CHECK = 1
export CORE_AREA = 10 10 70 70
export DIE_AREA = 0 0 80 80

===== /design/flow/constraint.sdc =====
current_design counter_4bit

set clk_period 1.1
set clk_io_pct 0.2

create_clock -name clk0 -period $clk_period [get_ports {clk}]

set non_clock_inputs [all_inputs -no_clocks]
set_input_delay [expr $clk_period * $clk_io_pct] -clock clk0 $non_clock_inputs
set_output_delay [expr $clk_period * $clk_io_pct] -clock clk0 [all_outputs]

===== /design/flow/design.v =====
module counter_4bit (
    input wire clk,       
    input wire rst,       
    output reg [3:0] count  
);
    initial begin
        count = 4'b0000;
    end
    always @(posedge clk or posedge rst) begin
        if (rst) begin
            count <= 4'b0000;  
        end else begin
            count <= count + 1;  
        end
    end
endmodule

==> impl_metrics.py <==
# Synthesis and PnR figures
metrics = {
    "setup_path": {
        "arrival_ns": 0.84,
        "cp_top_family": "flip-flops",
        "reg2reg_from": "count[0]",
        "cp-end-kind": "output pin",
        "path_cells": "dlygate4sd2_1",
        "reg2reg_to": "count[2]",
        "cp.depth": 1,
        "slowest_delay_ns": 0.37,
        "critPathLaunchType": "register",
        "ff2ff_path_depth": 3,
        "crit_buf_inv": 1,
        "crit_type": "register to output pin",
        "worst_path_max_delay_cell": "dfrtp_1",
        "reg2reg_slack_ns": 0.12,
        "crit_path_max_fanout": 2,
        "crit_required_ns": 0.88,
    },
    "drt": {
        "ant_nets": 0,
        "first_pass_iters": 2,
        "via_count": 119,
        "drc_errors": 0,
        "drt_iter0_markers": 6,
        "antenna_cells": 0,
        "via_per_inst": 1.72,
        "wl_per_cell_um": 6.10,
        "drt_wl_total_um": 421,
    },
    "synth": {
        "topCellsByArea": "dfrtp_1, ha_1, xnor2_1",
        "ys_seq_share_pct": 70.2,
        "avgSynthCellArea_um2": 14.3,
        "synth-seq-cells": 4,
        "ys_area_um2": 143,
        "top_area_cell": "dfrtp_1",
        "top_cell_area_share_pct": 70.2,
        "yosysWarnings": 1,
        "synthDistinctLibCells": 6,
        "synth_cells": 10,
        "synth_stat.cells": 10,
        "netlist_area_um2": 143,
    },
    "job": {
        "maxCapViolations": 0,
        "warnings": 25,
    },
    "final_layout": {
        "largestRegisters": "count x4",
        "regMostFlops": "count",
        "areaGrowthSynthToFinish_pct": 116,
        "largest_reg_flops": 4,
        "final_cell_mix": "buf_4, dfrtp_1, clkbuf_4",
        "nFillCells": 403,
        "drive_gt1_share_pct": 34.8,
        "layout_top_cell": "buf_4",
        "finalInstanceArea_um2": 308,
    },
    "floorplan": {
        "die_width_um": 80,
        "pin_count": 6,
        "placementRows": 21,
        "dieHeight_um": 80,
        "chipArea_um2": 6400,
        "fp_util_pct": 4.18,
        "coreArea_um2": 3420,
    },
    "placed_design": {
        "placed_cell_area_um2": 265,
        "place_congestion": 0.654,
        "port-buffer-count": 5,
    },
    "cts": {
        "clkSinkCount": 4,
        "cts_made_buffers": 3,
        "clk_latency_ns": 0.23,
        "htreeDepth": 1,
        "cts_tree": "done",
        "path_clk_slew_ns": 0.04,
        "cts_buffer_depth": 2,
        "root_buffer": "clkbuf_4",
        "hold_buffers": 0,
    },
    "timing": {
        "fmax_mhz": 946,
        "final.setup_skew_ns": 0.00201,
        "hold_viol": 0,
        "rsz0062_at_grt": "no",
        "post-route-period-util_pct": 96.1,
        "layout_min_cycle_time_ns": 1.06,
        "setup_viol": 0,
        "slew_headroom_pct": 90.4,
        "drv_slew": 0,
        "tightest_slew_ns": 0.144,
        "worst_hold_slack_ns": 0.171,
    },
    "grt": {
        "grtUsageTotal_pct": 1.46,
        "first_global_vias": 142,
        "antenna_found_initial": 0,
        "grt-ovfl-total": 0,
        "grt_first_pass_wirelength_um": 641,
        "grt_max_degree": 5,
    },
    "power": {
        "p_leak_nw": 0.156,
        "peakVddDrop_mv": 0.149,
        "power.density_nw_per_um2": 1090,
    },
    "worst_hold_path": {
        "hold_path_class": "primary input to asynchronous set/reset pin",
    },
    "run_status": {
        "outcome": "completed",
    },
}
==> metal layers <==
| metal | wire, um | GRT usage [%] |
|---|---|---|
| met1 | 175 | 1.34 |
| met2 | 108 | 1.04 |
| met3 | 137 | 2.95 |
| met4 | 0 | 0.704 |
| met5 | 0 | 0 |
==> worst reg2reg max path, stage by stage, from the launching register on <==
cell,delay [ns]
dfrtp_1,0.38
buf_4,0.15
ha_1,0.20
xor2_1,0.14
==> timing repair <==
item	in CTS	in global routing
endpoints found under the setup margin	4	1
endpoints found under the hold margin	0	0
setup buffers	2	1
gates resized	6	0
==> stage by stage <==
stage           TNS, ns  util (%)  total power [mW]  std cells  worst slack [ns]
6_report              0      9.01             0.334         69            0.0434
5_1_grt               0      9.01             0.357         69         0.0000578
4_1_cts               0      8.79             0.345         68            0.0293
3_5_place_dp    -0.0134      7.77             0.156         63           -0.0134
3_3_place_gp   -0.00715      7.77             0.156         63          -0.00715
2_1_floorplan         0         -             0.152         10             0.279
==> kinds of logic after synthesis <==
| group | after synthesis | synth area share [%] |
|---|---|---|
| simple gates | 1 | 3.51 |
| flops | 4 | 70.2 |
| fa+ha+maj | 1 | 8.77 |
| xor+xnor | 2 | 12.3 |
| buf+inv | 2 | 5.27 |
==> synthesized netlist by cell type <==
| cell type | instances |
|---|---|
| xnor2_1 | 1 |
| dfrtp_1 | 4 |
| ha_1 | 1 |
| inv_1 | 2 |
| nand3_1 | 1 |
| xor2_1 | 1 |
==> layout make-up <==
cell class / instances / area (um^2) / share of cell area (%)
Sequential cell: 4 / 100 / 32.5
Timing Repair Buffer: 10 / 85.1 / 27.6
Inverter: 2 / 7.51 / 2.44
Clock buffer: 3 / 22.5 / 7.32
Tap cell: 46 / 57.6 / 18.7
Multi-Input combinational cell: 4 / 35.0 / 11.4
==> worst max path at each step <==
stage	end	start
after CTS	count[2]	count[2]
after global routing	count[3]	count[3]
final	count[2]	count[2]
==> where the power goes <==
part / switching, mW / internal (mW) / total (mW)
Combinational: 0.00294 / 0.00333 / 0.00627
Clock: 0.0583 / 0.122 / 0.180
Sequential: 0 / 0.148 / 0.148
Power figures rest on the tool's default switching activity, not on a simulated workload.
